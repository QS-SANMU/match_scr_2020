**design/flow/run.sh**
```bash
#!/bin/bash
# OpenROAD 26Q1-2900-gdf79404cd8, Yosys 0.63+post, stock flow scripts
make -C /OpenROAD-flow-scripts/flow DESIGN_CONFIG=/design/flow/config.mk WORK_HOME=/design/flow/orfs finish
```
**design/flow/design.v**
```verilog
`timescale 1ns / 1ps
module erode_0(
    input PCLK,
    input [11:0] VtcHCnt,
    input [10:0] VtcVCnt,
    input   pix_i, 
	 output reg  pix_o
    );
reg Line_CLK;
always@(posedge PCLK)begin
 if( VtcVCnt>=0 && VtcVCnt<240) begin
	 if(VtcHCnt==1)
	   Line_CLK <= 1;
	 else
	   Line_CLK <= 0;
 end
end
reg[1:0] state;
initial state = 0;
always@(posedge Line_CLK)begin
 if(VtcVCnt==0)
 state <= 2'b00;
 else begin
   if(state == 2'b11)
	   state <= 2'b00;
	else 
	   state <= state + 1;
	end
end 
reg S_Window0;
reg S_Window1;
reg S_Window2;
reg S_Window3;
reg LineBuffer0[319:0];
reg LineBuffer1[319:0];
reg LineBuffer2[319:0];
reg LineBuffer3[319:0];
always@(posedge PCLK)begin
    case(state)
    2'b00: begin
        LineBuffer0[VtcHCnt] <= pix_i;	
        S_Window0 <= pix_i;
        S_Window1 <= S_Window0;
        S_Window2 <= S_Window1;
        S_Window3 <= S_Window2;		 
        if(VtcHCnt>=2&&VtcVCnt>=2 && VtcHCnt<320-2&&VtcVCnt<240-2)begin
            if(S_Window0 ==1 && S_Window1 ==1&& S_Window2 ==1&&S_Window3 ==1&&LineBuffer2[VtcHCnt-3]==1&&LineBuffer2[VtcHCnt-2]==1&&LineBuffer2[VtcHCnt-1]==1&&LineBuffer2[VtcHCnt]==1
            &&LineBuffer1[VtcHCnt-3]==1&&LineBuffer1[VtcHCnt-2]==1&&LineBuffer1[VtcHCnt-1]==1&&LineBuffer1[VtcHCnt]==1&&LineBuffer3[VtcHCnt-3]==1&&LineBuffer3[VtcHCnt-2]==1&&LineBuffer3[VtcHCnt-1]==1&&LineBuffer3[VtcHCnt]==1)
                pix_o <= 1;
            else
                pix_o <= 0;
        end            
        else
          pix_o <= 0;
    end 
    2'b01: begin
        LineBuffer1[VtcHCnt] <= pix_i;	 
        S_Window0 <= pix_i;
        S_Window1 <= S_Window0;
        S_Window2 <= S_Window1;
        S_Window3 <= S_Window2;		
        if(VtcHCnt>=2&&VtcVCnt>=2 && VtcHCnt<320-2&&VtcVCnt<240-2)begin    
            if(S_Window0 ==1 && S_Window1 ==1&& S_Window2 ==1&&S_Window3 ==1&&LineBuffer2[VtcHCnt-3]==1&&LineBuffer2[VtcHCnt-2]==1&&LineBuffer2[VtcHCnt-1]==1&&LineBuffer2[VtcHCnt]==1
            &&LineBuffer0[VtcHCnt-3]==1&&LineBuffer0[VtcHCnt-2]==1&&LineBuffer0[VtcHCnt-1]==1&&LineBuffer0[VtcHCnt]==1&&LineBuffer3[VtcHCnt-3]==1&&LineBuffer3[VtcHCnt-2]==1&&LineBuffer3[VtcHCnt-1]==1&&LineBuffer3[VtcHCnt]==1)
                pix_o <= 1;
            else
                pix_o <= 0;
        end            
        else
            pix_o <= 0;
    end
    2'b10: begin
        LineBuffer2[VtcHCnt] <= pix_i;	 
        S_Window0 <= pix_i;
        S_Window1 <= S_Window0;
        S_Window2 <= S_Window1;
        S_Window3 <= S_Window2;			 
        if(VtcHCnt>=2&&VtcVCnt>=2 && VtcHCnt<320-2&&VtcVCnt<240-2)begin    
            if(S_Window0 ==1 && S_Window1 ==1&& S_Window2 ==1&&S_Window3 ==1&&LineBuffer0[VtcHCnt-3]==1&&LineBuffer0[VtcHCnt-2]==1&&LineBuffer0[VtcHCnt-1]==1&&LineBuffer0[VtcHCnt]==1
            &&LineBuffer1[VtcHCnt-3]==1&&LineBuffer1[VtcHCnt-2]==1&&LineBuffer1[VtcHCnt-1]==1&&LineBuffer1[VtcHCnt]==1&&LineBuffer3[VtcHCnt-3]==1&&LineBuffer3[VtcHCnt-2]==1&&LineBuffer3[VtcHCnt-1]==1&&LineBuffer3[VtcHCnt]==1)
                pix_o <= 1;
            else
                pix_o <= 0;
        end            
        else
            pix_o <= 0;
    end
    2'b11: begin
        LineBuffer3[VtcHCnt] <= pix_i;	 
        S_Window0 <= pix_i;
        S_Window1 <= S_Window0;
        S_Window2 <= S_Window1;
        S_Window3 <= S_Window2;			 
        if(VtcHCnt>=2&&VtcVCnt>=2 && VtcHCnt<320-2&&VtcVCnt<240-2)begin    
            if(S_Window0 ==1 && S_Window1 ==1&& S_Window2 ==1&&S_Window3 ==1&&LineBuffer2[VtcHCnt-3]==1&&LineBuffer2[VtcHCnt-2]==1&&LineBuffer2[VtcHCnt-1]==1&&LineBuffer2[VtcHCnt]==1
            &&LineBuffer1[VtcHCnt-3]==1&&LineBuffer1[VtcHCnt-2]==1&&LineBuffer1[VtcHCnt-1]==1&&LineBuffer1[VtcHCnt]==1&&LineBuffer0[VtcHCnt-3]==1&&LineBuffer0[VtcHCnt-2]==1&&LineBuffer0[VtcHCnt-1]==1&&LineBuffer0[VtcHCnt]==1)
                pix_o <= 1;
            else
                pix_o <= 0;
        end            
        else
            pix_o <= 0;
    end		
    default:	
       pix_o <= pix_o;		
    endcase
end 
endmodule
```
**design/flow/constraint.sdc**
```tcl
current_design erode_0

set clk_period 33.3
set clk_io_pct 0.2

create_clock -name clk0 -period $clk_period [get_ports {PCLK}]

set non_clock_inputs [all_inputs -no_clocks]
set_input_delay [expr $clk_period * $clk_io_pct] -clock clk0 $non_clock_inputs
set_output_delay [expr $clk_period * $clk_io_pct] -clock clk0 [all_outputs]
```
**design/flow/config.mk**
```make
export PLATFORM = sky130hd
export DESIGN_NAME = erode_0
export DESIGN_NICKNAME = erode_0
export VERILOG_FILES = /design/flow/design.v
export SDC_FILE = /design/flow/constraint.sdc
export NUM_CORES = 4
export LEC_CHECK = 1
export CORE_UTILIZATION = 50
```
==> results_slide.txt <==
Flow Results at a Glance

Setup path
  • Critical path class: input port to register
  • CP startpoint kind: input port
  • Worst-path maximum fanout: 80
  • Crit path DAT: 13,930 ps
  • Req. time, crit path: 33,990 ps
  • Crit path capture type: register

Yosys
  • Top area cell types: edfxtp_1, mux4_2, nor2_1
  • Most numerous cell in the Yosys netlist: nor2_1
  • Flops after synth: 1,288
  • Dominant flop cell: edfxtp_1
  • Post-synth ARST share: 0%
  • Cells in synth_stat.txt: 6,717
  • Commonest cells in the synthesized netlist: nor2_1, edfxtp_1, mux4_2
  • Most area-hungry cell type in the Yosys netlist: edfxtp_1
  • Syn_area_per_cell: 13.3 um2
  • Sequential fraction of the synthesis area: 43.4%
  • Synth unique cells: 97
  • Yosys stat area: 89,000 um2
  • Number of enable flip-flop cells: 1,281
  • Warnings, synthesis: 1
  • Netlist Area Pre-Place: 89,000 um2
  • Top-area cell share: 43.2%
  • Gate Count Post-Synth: 6,717

Clock network
  • CTS tree: built
  • Setup bufs post-CTS: 0
  • H-tree depth reported by CTS: 4
  • CTS Hold Bufs: 0
  • CTS buffer count: 150
  • Clock-pin slew on the worst setup and hold paths: 60 ps
  • Clock buffer depth: 3
  • Clock root buffer: clkbuf_16
  • Worst-Skew Late Latency: 840 ps
  • Resize count post-CTS: 0

Timing
  • Clock skew: 21.8 ps
  • Headroom to the max-slew limit: 5.11%
  • RSZ-0062 raised after global routing: no
  • Worst hold slack: 348 ps
  • Setup violators final: 0
  • Number of unconstrained endpoints: 2
  • Post-layout min period: 13,240 ps
  • Final Cycle Share: 39.8%
  • Register pins left without a clock: 2
  • Slew Viols, Final: 0
  • Worst Tran Pin Value: 1420 ps
  • PnR worst setup slack: 20,060 ps
  • Final setup TNS: 0 ps
  • Fin. Hold Viols: 0
  • FMAX: 75.5 MHz

Floorplan
  • Top Ports: 26
  • Die width: 424 um
  • Die span in y: 424 um
  • Placeable Area: 176,000 um2
  • Fp_density: 50.4%
  • Rows: 154
  • Die area: 180,000 um2

Finish
  • Finished Layout Cells: 8,936
  • Area grow syn2layout: 7.76%
  • Share of cells above drive strength 1: 29.1%
  • Final Instance Area: 95,900 um2

Route
  • Vias: 67,600
  • DR DRC count: 0
  • Pre-Repair DR Iteration Count: 6
  • DRT iter0 DRCs: 6,814
  • Routed length per instance: 40.3 um
  • Total Routed Length: 360,000 um
  • Vias per inst: 7.56
  • Detail Route Antenna Nets: 0

Placed design
  • Post-DP HPWL: 222,000 um
  • Cell total after placement: 8,624
  • Routability cong.: 1.04
  • Port buffer count: 25
  • Setup WS pre-CTS: 19,260 ps
  • Placed cell area: 90,900 um2

Flow run
  • Max Cap Viol: 0
  • Total tool warning count: 58

GRT
  • Vias in the first global route: 69,000
  • Largest net degree at the start of global routing: 176
  • Total gr overflow: 0
  • Global-route usage over all layers: 44.7%
  • First-pass GRT wire length: 507,000 um
  • Initial antenna violation count: 26

Power and ir drop
  • Pwr/cell area: 44.4 nW/um2
  • Pleak: 29.1 nW
  • Peak VDD IR: 0.0380 mV

Outcome
  • Status: completed

Worst hold path
  • Hold Path Class: register to register
## metal layers
metal,global-route usage (%),part of all wire [%],wire length (um),up-vias
met5,7.58,0.60,2180,-
met2,55.9,41,149000,6138
met3,39.0,21,75700,1324
met1,53.0,30,107000,33800
met4,24.0,7.1,25700,81
li1,-,-,-,26300
## cells in the final DEF, fill, tap and decap left out, drive strengths merged, types with 14 or more instances in the layout
cell	instances
clkinv	54
a211oi	19
and2	21
nor2b	14
nor4	24
edfxtp	1281
nand4	57
nand3	247
o211ai	16
nand2	540
o22ai	21
nor2	1386
mux2i	253
a21oi	77
a2111oi	32
ha	14
buf	339
nand2b	15
a22oi	105
clkbuf	195
mux2	38
a32oi	39
bufinv	14
a311oi	25
o2111ai	26
a22o	15
xnor2	23
a31oi	65
and3	19
clkdlybuf4s50	17
diode	41
a221oi	33
o21ai	59
nor3	51
inv	15
mux4	1225
## sequential cells by signal (all words and copies together) (netlist names)
name and flops:
LineBuffer0 320, LineBuffer1 320, LineBuffer2 320, LineBuffer3 320
Line_CLK 1, S_Window0 1, S_Window1 1, S_Window2 1
S_Window3 1, pix_o 1, state 2
## worst max-delay path, cell delays in order
cell and delay, ps:
buf_16 310, buf_4 620, buf_4 570, buf_4 520
buf_4 560, buf_12 470, buf_4 670, buf_4 500
mux4_2 580, mux4_2 470, nand2_1 90, a2111oi_0 150
or4_1 570, o32ai_1 290, nor4b_2 130, buf_4 180
nand4_1 110, o311ai_1 120
## power breakdown
part	total [mW]	switching (mW)	leakage [nW]	internal, mW
Combinational	0.804	0.515	15.2	0.288
Sequential	1.78	0.000525	11.6	1.78
Clock	1.67	0.701	2.36	0.973
Total	4.26	1.22	29.1	3.04
## final cells by class
| type | count | area (um2) |
|---|---|---|
| flip-flops and latches | 1288 | 38600 |
| fillers | 14400 | 80600 |
| diodes | 41 | 103 |
| clock inverters | 76 | 781 |
| clock buffers | 195 | 4090 |
| well taps | 2340 | 2930 |
| inverters | 13 | 61.3 |
| repair buffers | 357 | 2940 |
| multi-input cells | 4626 | 46400 |
## kinds of logic after synthesis
kind of cell	share of synthesized area, %
buffers and inverters	4.93
AND-OR/OR-AND	5.51
multiplexers	34.3
flip-flops	43.4
AND/OR/NAND/NOR	11.2
XOR/XNOR	0.440
adder cells (fa/ha/maj)	0.197
## path summary, 6_finish.rpt
kind                                        from   endpoint  slack (ps)  depth (start not counted)
worst max-delay path                  VtcHCnt[0]      pix_o       20060                         18
worst min-delay path                   S_Window2  S_Window3         350                          0
worst max register to register  LineBuffer2[171]      pix_o       29100                         10
worst min register to register         S_Window2  S_Window3         350                          0
## per-stage QoR
stage                     utilization (%)  total power, mW
final                                54.3             4.26
after global routing                 54.3             4.35
after CTS                            54.3             4.23
after detailed placement             51.5             2.58
after global placement               51.5             2.58
after floorplan                         -             2.30
Power is estimated from default activity; no workload was simulated.
