==> design/flow/design.v <==
`timescale 1ns / 1ps
module color_identify_0(
input 				clk, 
	input 				rst_n,
	input 	[4:0]		cmos_R,
	input	[5:0]		cmos_G,
	input 	[4:0]		cmos_B,
	input 				per_frame_clken,
	input 				per_frame_vsync,
	input 				per_frame_href,
	output	[0:0]		img_Y,
	output	[7:0]		img_Cb,
	output	[7:0]		img_Cr,
	output				post_frame_clken,
	output 				post_frame_vsync,
	output				post_frame_href
);
wire 	[7:0]	cmos_R0;
wire 	[7:0]	cmos_G0;
wire 	[7:0]	cmos_B0;
assign cmos_R0	= 	{cmos_R, cmos_R[4:2]};
assign cmos_G0	= 	{cmos_G, cmos_G[5:4]};
assign cmos_B0	= 	{cmos_B, cmos_B[4:2]};
reg 	[15:0]	cmos_R1, cmos_R2, cmos_R3;
reg 	[15:0]	cmos_G1, cmos_G2, cmos_G3;
reg 	[15:0]	cmos_B1, cmos_B2, cmos_B3;
always @(posedge clk or negedge rst_n)
begin
	if(!rst_n)begin
		cmos_R1 <= 16'd0;
         cmos_G1 <= 16'd0;
         cmos_B1 <= 16'd0;
		cmos_R2 <= 16'd0;
         cmos_G2 <= 16'd0;
         cmos_B2 <= 16'd0;
		cmos_R3 <= 16'd0;
         cmos_G3 <= 16'd0;
         cmos_B3 <= 16'd0;
	end
	else begin
		cmos_R1 <= cmos_R0 * 8'd77;
		cmos_G1 <= cmos_G0 * 8'd150;
		cmos_B1 <= cmos_B0 * 8'd29; 
		cmos_R2 <= cmos_R0 * 8'd43; 
		cmos_G2 <= cmos_G0 * 8'd85; 
		cmos_B2 <= cmos_B0 * 8'd128; 
         cmos_R3 <= cmos_R0 * 8'd128;
         cmos_G3 <= cmos_G0 * 8'd107;
         cmos_B3 <= cmos_B0 * 8'd21;
	end
end
reg		[15:0]	img_Y0;
reg 	[15:0]	img_Cb0;
reg 	[15:0]	img_Cr0;
always @(posedge clk or negedge rst_n)
begin
	if(!rst_n)begin
		img_Y0 <= 16'd0;
		img_Cb0 <= 16'd0;
		img_Cr0 <= 16'd0;
	end
	else begin
		img_Y0  <= cmos_R1 + cmos_G1 + cmos_B1;
		img_Cb0 <= cmos_B2 - cmos_R2 - cmos_G2 + 16'd32768;
		img_Cr0 <= cmos_R3 - cmos_G3 - cmos_B3 + 16'd32768;
	end
end
reg		[7:0]	img_Y1;
reg 	[7:0]	img_Cb1;
reg 	[7:0]	img_Cr1;
always @(posedge clk or negedge rst_n)
begin
	if(!rst_n)begin
		img_Y1  <= 8'd0;
		img_Cb1 <= 8'd0;
		img_Cr1 <= 8'd0;
	end
	else begin
		img_Y1  <= img_Y0  [15:8];
		img_Cb1 <= img_Cb0 [15:8];
		img_Cr1 <= img_Cr0 [15:8];
	end
end
reg 	[0:0]	gray_data_r;
always @(posedge clk or negedge rst_n)begin
	if(!rst_n)
		gray_data_r <= 'b0;
	else if(img_Cb1 > 77 && img_Cb1 < 127 && img_Cr1 > 133 && img_Cr1 < 173)
		gray_data_r <= 1;
	else 
		gray_data_r <= 0;
end
reg 	[4:0] 	per_frame_clken_r;
reg 	[4:0] 	per_frame_href_r;
reg 	[4:0] 	per_frame_vsync_r;
always @(posedge clk or negedge rst_n)
begin
	if(!rst_n)begin
		per_frame_clken_r <= 4'b0;
		per_frame_href_r <=  4'b0;
		per_frame_vsync_r <= 4'b0;
	end	
	else begin
		per_frame_clken_r <= {per_frame_clken_r [3:0], per_frame_clken};
		per_frame_href_r  <= {per_frame_href_r  [3:0],per_frame_href};
		per_frame_vsync_r <= {per_frame_vsync_r [3:0],per_frame_vsync};
	end
end
assign post_frame_clken = per_frame_clken_r [4];
assign post_frame_href  = per_frame_href_r  [4];
assign post_frame_vsync = per_frame_vsync_r [3];
assign img_Y  = post_frame_href? gray_data_r: 1'b0;
assign img_Cb = post_frame_href? img_Cb1: 1'b0;
assign img_Cr = post_frame_href? img_Cr1: 1'b0;
endmodule
==> design/flow/run.sh <==
#!/bin/bash
# OpenROAD 26Q1-2900-gdf79404cd8, Yosys 0.63+post, stock flow scripts
make -C /OpenROAD-flow-scripts/flow DESIGN_CONFIG=/design/flow/config.mk WORK_HOME=/design/flow/orfs finish
==> design/flow/constraint.sdc <==
current_design color_identify_0

set clk_period 5.2
set clk_io_pct 0.2

create_clock -name clk0 -period $clk_period [get_ports {clk}]

set non_clock_inputs [all_inputs -no_clocks]
set_input_delay [expr $clk_period * $clk_io_pct] -clock clk0 $non_clock_inputs
set_output_delay [expr $clk_period * $clk_io_pct] -clock clk0 [all_outputs]
==> design/flow/config.mk <==
export PLATFORM = sky130hd
export DESIGN_NAME = color_identify_0
export DESIGN_NICKNAME = color_identify_0
export VERILOG_FILES = /design/flow/design.v
export SDC_FILE = /design/flow/constraint.sdc
export NUM_CORES = 4
export LEC_CHECK = 1
export CORE_UTILIZATION = 50
==> flow_summary_export.csv <==
group,metric,value,unit
hold_path,hold_path.class,"reg -> reg",
critical_path,crit_fanout,5,
critical_path,r2r-end,"img_Cb0[14]",
grt,grt_pass1_wl,25.1,mm
clock_tree,postCtsSetupRepairBufs,0,
synth,synth_top_cell_by_count,"ha_1",
clock_tree,htree_levels,3,
critical_path,worstPathRequired,5.44,ns
synth,synth_warnings,1,
critical_path,worstReg2RegStart,"cmos_B3[0]",
floorplanning,die_w,128,um
synth,synth_cells,730,
sta,holdWs,0.349,ns
grt,antenna_found_initial,0,
floorplanning,rows,45,
sta,fin_ws,0.511,ns
sta,rsz0062_at_grt,"no",
synth,synth_cell_type_count,50,
synth,ys_sh_aoi,8.34,%
hold_path,min_path_cells,0,
floorplanning,dieHeight,128,um
critical_path,startpoint_type,"input pin",
clock_tree,ctsHoldBuffers,0,
clock_tree,cts_num_sinks,110,
routing,antenna_cells,0,
placement,place_congestion,0.882,
critical_path,critPathArrivalTime,4.92,ns
synth,synth_area,7980,um2
synth,synth-edff-count,0,
grt,grt_max_degree,41,
routing,drt_iter0_markers,153,
final_layout,logic_area,4690,um2
placement,dp_worst_setup_slack,0.152,ns
synth,ff_type,"dfrtp_1",
floorplanning,coreArea,15400,um2
routing,finalWirelength,14.7,mm
synth,ys.flops,110,
final_layout,regArea,2750,um2
synth,yosys_area,7980,um2
clock_tree,clk_latency,0.35,ns
routing,first_pass_iters,5,
placement,io_buffers,40,
sta,worst_pin_slew,0.434,ns
final_layout,fillerInstances,1265,
clock_tree,cts_tree,"done",
final_layout,drive_above_1_share,4.64,%
routing,ant_nets,0,
synth,syn_avg_cell_area,10.9,um2
synth,ys_top_logic_family,"adder cells",
power_and_ir_drop,finalPower,4.54,mW
hold_path,min-delay-start,"img_Cr0[12]",
status,status,"completed",
synth,ys_sh_adder,36.3,%
sta,finalCritPeriodShare,90.2,%
floorplanning,die-area,16500,um2
hold_path,holdPathEnd,"img_Cr1[4]",
power_and_ir_drop,powerDensity,503,nW/um2
routing,wl_per_cell,14.5,um
floorplanning,fp_util,51.9,%
clock_tree,cts.clk_slew.worst_paths,0.07,ns
critical_path,r2r_cells,8,
sta,tns,0,ns
synth,async_flop_share,100,%
grt,overflow,0,
synth,synth_top_cell_by_area,"dfrtp_1",
clock_tree,cts_resized,0,
sta,final-hold-violation-count,0,
clock_tree,cts_buffers,9,
sta,relSlewSlack,70.4,%
routing,vias_per_cell,4.96,
sta,skew,0.00534,ns
power_and_ir_drop,leakage,4.65,nW
synth,ys_sh_xor,6.25,%
synth,ys_seq_share,34.5,%
clock_tree,clockBufferDepth,2,
synth,ys_sh_simple,7.88,%
final_layout,syn_to_final_growth,13.1,%
synth,ys_cells,730,
sta,finalSetupViolations,0,
flow_run,warnings,30,
synth,common_cells,"163 x ha_1, 142 x inv_1, 110 x dfrtp_1",
clock_tree,root_buffer,"clkbuf_16",
routing,drc,0,
sta,report.final.slew_viol_count,0,
routing,dr_total_vias,5009,
synth,muxShareOfSynthArea,0,%
sta,fin_crit,4.69,ns
synth,yosys-top-cells-area,"dfrtp_1 34%, ha_1 26%, fa_1 11%",
critical_path,r2r_slack,2.43,ns
critical_path,end_kind,"register",
grt,grt.total_usage,20.6,%
critical_path,crit_type,"in -> reg",
flow_run,drv_cap,0,
grt,first_global_vias,5091,
placement,hpwl,12.3,mm
power_and_ir_drop,peakVddDrop,312,uV
floorplanning,io_pins,41,
sta,max_freq,213,MHz
synth,netlist.area_leader.share,34.5,%
-- logic make-up (layout without fill, tap and decap cells) --
| logic type | after synthesis | after routing |
|---|---|---|
| adders and majority gates | 206 | 206 |
| xor gates and xnor gates | 57 | 57 |
| buffers and inverters | 143 | 211 |
| AOI/OAI and AO/OA | 99 | 99 |
| DFF | 110 | 110 |
| and+or+nand+nor | 115 | 115 |
-- layer usage --
metal	up-vias	GRT usage, %	part of all wire, %
li1	2559	-	-
met1	2346	31.2	48
met2	89	32.5	46
met3	15	4.53	4.9
met4	0	3.25	2.0
met5	-	0	0
-- cell usage in the layout (no fill, tap or decap), types with 4 or more instances in the layout --
cell type / instances
nand4_1: 4
a211oi_1: 7
nand2b_1: 6
o21bai_1: 5
a21o_1: 11
clkdlybuf4s50_1: 39
inv_1: 142
fa_1: 43
buf_4: 15
and4_1: 5
o211ai_1: 4
clkbuf_16: 9
nor2_1: 28
nand3_1: 7
dfrtp_1: 110
a21oi_1: 30
xnor2_1: 41
nor2b_1: 10
and2_1: 18
o21ai_0: 16
ha_1: 163
nor3_1: 5
nand2_1: 16
xor2_1: 16
-- worst max path at each step --
stage / cells after the start / start / slack [ns] / endpoint
CTS: 17 / cmos_G[4] / 0.52 / cmos_G2[14]
global route: 17 / cmos_G[4] / 0.23 / cmos_G2[14]
finish: 17 / cmos_G[4] / 0.51 / cmos_G3[14]
-- critical path: stages --
cell	delay, ns
clkdlybuf4s50_1	0.54
buf_4	0.17
inv_1	0.06
ha_1	0.28
inv_1	0.10
ha_1	0.24
inv_1	0.08
fa_1	0.44
fa_1	0.52
inv_1	0.04
ha_1	0.32
o21ai_0	0.10
a21boi_0	0.24
nand2_1	0.14
nor3b_1	0.29
o221ai_1	0.19
xnor2_1	0.15
-- where the power goes --
group          total [mW]  switching (mW)  internal, mW
registers            1.29           0.106          1.18
logic                2.60            1.39          1.20
clock network       0.652           0.322         0.331
total                4.54            1.82          2.71
-- sequential cells by signal, indices dropped and copies added, names as in the netlist, 5 cells and up --
register and count:
cmos_G3 15, cmos_G2 14, cmos_R2 14, cmos_B3 13
img_Cb0 8, img_Cb1 8, img_Cr0 8, img_Cr1 8
per_frame_clken_r 5, per_frame_href_r 5
-- metrics by stage --
stage          cell area [um2]  utilization (%)  instances
2_1_floorplan             7980                -        730
3_3_place_gp              8750             56.9        994
3_5_place_dp              8750             56.9        994
4_1_cts                   9030             58.7       1009
5_1_grt                   9030             58.7       1009
6_report                  9030             58.7       1009
-- final cells by class --
| class | count | area share [%] |
|---|---|---|
| Timing Repair Buffer | 54 | 5.57 |
| Inverter | 142 | 5.90 |
| Clock inverter | 6 | 0.637 |
| Multi-Input combinational cell | 477 | 52.0 |
| Sequential cell | 110 | 30.5 |
| Clock buffer | 9 | 2.49 |
| Tap cell | 211 | 2.92 |
Power is estimated from default activity; no workload was simulated.
