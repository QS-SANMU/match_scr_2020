==> design.v <==
`timescale 1ns / 1ps
module rgb_ycbcr(
	input 				clk, 
	input 				rst_n,
	input 	[4:0]		cmos_R,
	input	[5:0]		cmos_G,
	input 	[4:0]		cmos_B,
	input 				per_frame_clken,
	input 				per_frame_vsync,
	input 				per_frame_href,
	output	[0:0]		img_Y,
	output	[7:0]		img_Cb,
	output	[7:0]		img_Cr,
	output [15:0]            y,
	output				post_frame_clken,
	output 				post_frame_vsync,
	output				post_frame_href
);
wire 	[7:0]	cmos_R0;
wire 	[7:0]	cmos_G0;
wire 	[7:0]	cmos_B0;
assign cmos_R0	= 	{cmos_R, cmos_R[4:2]};
assign cmos_G0	= 	{cmos_G, cmos_G[5:4]};
assign cmos_B0	= 	{cmos_B, cmos_B[4:2]};
reg 	[15:0]	cmos_R1, cmos_R2, cmos_R3;
reg 	[15:0]	cmos_G1, cmos_G2, cmos_G3;
reg 	[15:0]	cmos_B1, cmos_B2, cmos_B3;
always @(posedge clk or negedge rst_n)
begin
	if(!rst_n)begin
		cmos_R1 <= 16'd0;
         cmos_G1 <= 16'd0;
         cmos_B1 <= 16'd0;
		cmos_R2 <= 16'd0;
         cmos_G2 <= 16'd0;
         cmos_B2 <= 16'd0;
		cmos_R3 <= 16'd0;
         cmos_G3 <= 16'd0;
         cmos_B3 <= 16'd0;
	end
	else begin
		cmos_R1 <= cmos_R0 * 8'd77;
		cmos_G1 <= cmos_G0 * 8'd150;
		cmos_B1 <= cmos_B0 * 8'd29; 
		cmos_R2 <= cmos_R0 * 8'd43; 
		cmos_G2 <= cmos_G0 * 8'd85; 
		cmos_B2 <= cmos_B0 * 8'd128; 
         cmos_R3 <= cmos_R0 * 8'd128;
         cmos_G3 <= cmos_G0 * 8'd107;
         cmos_B3 <= cmos_B0 * 8'd21;
	end
end
reg		[15:0]	img_Y0;
reg 	[15:0]	img_Cb0;
reg 	[15:0]	img_Cr0;
always @(posedge clk or negedge rst_n)
begin
	if(!rst_n)begin
		img_Y0 <= 16'd0;
		img_Cb0 <= 16'd0;
		img_Cr0 <= 16'd0;
	end
	else begin
		img_Y0  <= cmos_R1 + cmos_G1 + cmos_B1;
		img_Cb0 <= cmos_B2 - cmos_R2 - cmos_G2 + 16'd32768;
		img_Cr0 <= cmos_R3 - cmos_G3 - cmos_B3 + 16'd32768;
	end
end
reg		[7:0]	img_Y1;
reg 	[7:0]	img_Cb1;
reg 	[7:0]	img_Cr1;
reg [15:0]  y1;
always @(posedge clk or negedge rst_n)
begin
	if(!rst_n)begin
		img_Y1  <= 8'd0;
		img_Cb1 <= 8'd0;
		img_Cr1 <= 8'd0;
		y1 <= 0;
	end
	else begin
		img_Y1  <= img_Y0  [15:8];
		img_Cb1 <= img_Cb0 [15:8];
		img_Cr1 <= img_Cr0 [15:8];
		y1      <=  {img_Y0[15:11],img_Y0[15:10],img_Y0[15:11]};
	end
end
reg 	[0:0]	gray_data_r;
always @(posedge clk or negedge rst_n)begin
	if(!rst_n)
		gray_data_r <= 'b0;
	else if(img_Cb1 > 179 && img_Cb1 < 255 && img_Cr1 > 97 && img_Cr1 < 108)
		gray_data_r <= 1;
	else 
		gray_data_r <= 0;
end
reg 	[4:0] 	per_frame_clken_r;
reg 	[4:0] 	per_frame_href_r;
reg 	[4:0] 	per_frame_vsync_r;
always @(posedge clk or negedge rst_n)
begin
	if(!rst_n)begin
		per_frame_clken_r <= 4'b0;
		per_frame_href_r <=  4'b0;
		per_frame_vsync_r <= 4'b0;
	end	
	else begin
		per_frame_clken_r <= {per_frame_clken_r [3:0], per_frame_clken};
		per_frame_href_r  <= {per_frame_href_r  [3:0],per_frame_href};
		per_frame_vsync_r <= {per_frame_vsync_r [3:0],per_frame_vsync};
	end
end
assign post_frame_clken = per_frame_clken_r [4];
assign post_frame_href  = per_frame_href_r  [4];
assign post_frame_vsync = per_frame_vsync_r [3];
assign img_Y  = post_frame_href? gray_data_r: 1'b0;
assign img_Cb = post_frame_href? img_Cb1: 1'b0;
assign img_Cr = post_frame_href? img_Cr1: 1'b0;
assign  y       =   post_frame_href ? y1   : 16'd0;
endmodule
==> run.sh <==
#!/bin/bash
# OpenROAD 26Q1-2900-gdf79404cd8, Yosys 0.63+post, stock flow scripts
make -C /OpenROAD-flow-scripts/flow DESIGN_CONFIG=/design/flow/config.mk WORK_HOME=/design/flow/orfs finish
==> config.mk <==
export PLATFORM = sky130hd
export DESIGN_NAME = rgb_ycbcr
export DESIGN_NICKNAME = rgb_ycbcr
export VERILOG_FILES = /design/flow/design.v
export SDC_FILE = /design/flow/constraint.sdc
export NUM_CORES = 4
export LEC_CHECK = 1
export CORE_UTILIZATION = 30
==> constraint.sdc <==
current_design rgb_ycbcr

set clk_period 6.6
set clk_io_pct 0.2

create_clock -name clk0 -period $clk_period [get_ports {clk}]

set non_clock_inputs [all_inputs -no_clocks]
set_input_delay [expr $clk_period * $clk_io_pct] -clock clk0 $non_clock_inputs
set_output_delay [expr $clk_period * $clk_io_pct] -clock clk0 [all_outputs]
==> flow_results.xml <==
<?xml version="1.0" encoding="UTF-8"?>
<metrics>
  <group name="routing">
    <metric name="drc" unit="">1</metric>
    <metric name="detail_route.first_pass.iterations" unit="">48</metric>
    <metric name="postRouteWirelength" unit="um">23500</metric>
    <metric name="drtIter0Drc" unit="">346</metric>
    <metric name="drtAntennaViolNets" unit="">0</metric>
    <metric name="wire_per_inst" unit="um">13.4</metric>
    <metric name="antennaDiodeCount" unit="">0</metric>
    <metric name="vias" unit="">7928</metric>
    <metric name="routed_via_density" unit="">4.50</metric>
  </group>
  <group name="placed_design">
    <metric name="post_dp_cell_area" unit="mm2">0.0136</metric>
    <metric name="gp_congestion" unit="">0.850</metric>
    <metric name="io_buffers" unit="">56</metric>
    <metric name="placed_cell_count" unit="">1729</metric>
    <metric name="post-place-ws" unit="ns">0.807</metric>
    <metric name="detailed_place_hpwl" unit="um">19600</metric>
  </group>
  <group name="finish">
    <metric name="utilization" unit="">0.347</metric>
    <metric name="post_route_cells_drive_above_1_share" unit="">0.0374</metric>
    <metric name="finalNonFillerCells" unit="">1761</metric>
    <metric name="synthToLayoutAreaGrowth" unit="%">14.1</metric>
    <metric name="final_design_area_no_fill" unit="mm2">0.0142</metric>
    <metric name="num-fill-cells" unit="">3991</metric>
    <metric name="final_common_cell" unit="">ha_1</metric>
    <metric name="layout.cells.most_common_list" unit="">ha_1 (255), inv_1 (197), dfrtp_1 (155)</metric>
  </group>
  <group name="die">
    <metric name="top_level_ports" unit="">57</metric>
    <metric name="coreArea" unit="mm2">0.0408</metric>
    <metric name="chip_area" unit="mm2">0.0422</metric>
    <metric name="fp.dieW" unit="um">205</metric>
    <metric name="row_count" unit="">74</metric>
    <metric name="core_util_floorplan" unit="">0.304</metric>
    <metric name="die.size.y" unit="um">205</metric>
  </group>
  <group name="synth">
    <metric name="ys_chip_area" unit="mm2">0.0124</metric>
    <metric name="postSynthSeqShare" unit="">0.312</metric>
    <metric name="synth-async-reset-ratio" unit="">1.00</metric>
    <metric name="ys.flops" unit="">155</metric>
    <metric name="yosys-stat-cells" unit="">1154</metric>
    <metric name="synthCells" unit="">1154</metric>
    <metric name="synthDistinctLibCells" unit="">59</metric>
    <metric name="edf_count" unit="">0</metric>
    <metric name="mappedNetlistArea" unit="mm2">0.0124</metric>
    <metric name="synth.avg_cell_area" unit="um2">10.8</metric>
    <metric name="postSynth.topFlopCell" unit="">dfrtp_1</metric>
    <metric name="synthesis.yosys.warnings" unit="">1</metric>
  </group>
  <group name="grt">
    <metric name="global_route.usage.total" unit="">0.124</metric>
    <metric name="grt_pass1_wl" unit="um">40200</metric>
    <metric name="first_global_vias" unit="">8088</metric>
    <metric name="grt_max_degree" unit="">56</metric>
    <metric name="globalRouteOverflowTotal" unit="">0</metric>
    <metric name="number_of_antenna_violations_at_the_first_check_in_global_routing" unit="">0</metric>
  </group>
  <group name="cts">
    <metric name="cts_root_buffer" unit="">clkbuf_16</metric>
    <metric name="post_cts_resized" unit="">0</metric>
    <metric name="clk-insertion-delay-late" unit="ns">0.42</metric>
    <metric name="cts_max_level" unit="">4</metric>
    <metric name="cts_post_setup_buffers_inserted" unit="">0</metric>
    <metric name="cts_max_path_bufs" unit="">2</metric>
    <metric name="cts_sinks" unit="">155</metric>
    <metric name="tritoncts" unit="">yes</metric>
    <metric name="cts_made_buffers" unit="">17</metric>
    <metric name="cts_hold_repair.buffers" unit="">0</metric>
    <metric name="path_clk_slew" unit="ns">0.07</metric>
  </group>
  <group name="setup_path">
    <metric name="worst_setup_path_start_kind" unit="">input pin</metric>
    <metric name="crit_fanout" unit="">13</metric>
    <metric name="cp_data_arrival_time" unit="ns">5.55</metric>
    <metric name="critPathCaptureType" unit="">flop</metric>
    <metric name="worst_ep_required_time" unit="ns">6.89</metric>
    <metric name="path_class" unit="">in2reg</metric>
  </group>
  <group name="final_timing">
    <metric name="layout_worst_path_cycle_share" unit="">0.797</metric>
    <metric name="finalSetupViolations" unit="">0</metric>
    <metric name="clock_skew" unit="ns">0.0121</metric>
    <metric name="rsz0062_at_grt" unit="">no</metric>
    <metric name="fin_crit" unit="ns">5.26</metric>
    <metric name="fin_hold_ws" unit="ns">0.347</metric>
    <metric name="finalWorstSetupSlack" unit="ns">1.34</metric>
    <metric name="maxSlewHeadroom" unit="">0.532</metric>
    <metric name="finalSetupTns" unit="ns">0</metric>
    <metric name="tightest_slew" unit="ns">0.702</metric>
    <metric name="finalMaxSlewViolations" unit="">0</metric>
    <metric name="hold_viol_final" unit="">0</metric>
    <metric name="max_freq" unit="MHz">190</metric>
  </group>
  <group name="power_and_ir_drop">
    <metric name="p_per_area" unit="mW/mm2">409</metric>
    <metric name="cellLeakagePower" unit="nW">7.11</metric>
    <metric name="max-vdd-ir-drop" unit="mV">0.208</metric>
    <metric name="total_power" unit="mW">5.79</metric>
  </group>
  <group name="job">
    <metric name="log_warnings" unit="">33</metric>
    <metric name="timing.max_cap.violations" unit="">0</metric>
  </group>
  <group name="status">
    <metric name="outcome" unit="">complete, but fails checks</metric>
    <metric name="violations_in_the_final_reports" unit="">design-rule violations</metric>
  </group>
  <group name="worst_hold_path">
    <metric name="hold_path_class" unit="">reg2reg</metric>
  </group>
</metrics>
-- kinds of logic after synthesis --
logic type	after synthesis	synth area share
xor+xnor	74	0.0522
buf+inv	212	0.0671
flops	155	0.312
mux	2	0.00171
fa+ha+maj	333	0.383
simple gates	202	0.0856
compound gates	176	0.0984
-- routing by layer --
layer  vias up  routed length (um)  track usage
met2       145               10400        0.189
met1      3738               11400        0.184
met5         -                   0            0
li1       4036                   -            -
met3         9                1660       0.0383
met4         0                 123      0.00688
-- final cells by class --
class / instances / area, um2 / share of cell area
multi-input combinational: 787 / 7710 / 0.544
sequential: 155 / 3880 / 0.274
inverter: 197 / 739 / 0.0522
tap: 532 / 666 / 0.0470
timing repair buffer: 58 / 577 / 0.0407
clock buffer: 17 / 425 / 0.0300
clock inverter: 15 / 179 / 0.0126
-- flip-flops by register name, summed over array words and instances, names as in the netlist, 8 cells and up --
name	count
cmos_R1	14
cmos_B3	13
cmos_R2	14
img_Cr1	8
img_Cb0	8
img_Cr0	8
img_Cb1	8
cmos_G1	10
cmos_G2	14
cmos_B1	10
cmos_G3	15
-- synth_stat cells (3+ instances only) --
cell	number	area, um2
a21oi_1	46	230
o2111ai_1	4	35.0
o311ai_0	5	43.8
xor2_1	25	219
ha_1	255	3190
nor2b_1	14	87.6
a21boi_0	4	30.0
a31oi_1	4	25.0
nand3_1	20	100
xnor2_1	49	429
a211o_1	6	52.6
o21a_1	8	60.1
fa_1	78	1560
a311o_1	3	30.0
nor3b_1	5	37.5
nor4b_1	3	26.3
a2111oi_0	7	61.3
a211oi_1	5	37.5
or3_1	6	37.5
and2_1	26	163
dfrtp_1	155	3880
nor3_1	22	110
o21ai_0	28	140
inv_1	197	739
o21bai_1	5	37.5
nand2b_1	13	81.3
buf_4	10	75.1
and3_1	6	37.5
nor2_1	43	161
a311oi_1	4	35.0
or2_2	6	37.5
clkbuf_1	5	18.8
nand4_1	3	18.8
nand2_1	27	101
a21o_1	19	143
o31ai_1	4	30.0
-- power by group --
group	switching, mW	internal [mW]	leakage (nW)
Combinational	1.79	1.51	5.00
Clock	0.448	0.510	0.285
Sequential	0.181	1.35	1.82
Total	2.42	3.37	7.11
-- path summary, 6_finish.rpt --
path,startpoint,endpoint,slack (ns),cells past startpoint
max,cmos_G[4],cmos_G3[11],1.34,15
max in group asynchronous,rst_n,cmos_R1[11],4.72,2
min in group asynchronous,rst_n,per_frame_vsync_r[3],0.82,1
min,img_Cb0[8],img_Cb1[0],0.35,0
min reg2reg,img_Cb0[8],img_Cb1[0],0.35,0
max reg2reg,cmos_G3[1],img_Y0[15],3.71,8
-- critical path, stage by stage --
cell and delay (ns):
clkdlybuf4s50_1 0.87, inv_1 0.30, ha_1 0.35, inv_1 0.07
ha_1 0.27, inv_1 0.05, fa_1 0.47, fa_1 0.51
inv_1 0.04, ha_1 0.33, o21a_1 0.14, o31ai_1 0.09
a211oi_1 0.37, mux2i_1 0.23, o2111ai_1 0.14
Power and IR drop assume default switching activity.
