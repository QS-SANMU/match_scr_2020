==> flow/design.v <==
`timescale 1ns / 1ps
module color_identify(
    input clk,
	input rst_n,
	input per_frame_vsync,
	input per_frame_href,
	input per_frame_clken,
	input [15:0] img_data,
	output post_frame_vsync,
	output post_frame_href,
	output post_frame_clken,
	output  post_img_Y,
	output reg	[7:0]	img_Y_r1,
	output [15:0] y
	);
	wire	[7:0]	per_img_red	;
    wire	[7:0]	per_img_green;
    wire	[7:0]	per_img_blue;
	assign  per_img_red		=	{img_data[15:11], img_data[13:11]};
    assign  per_img_green	=	{img_data[10:5], img_data[6:5]};	
    assign 	per_img_blue	=	{img_data[4:0], img_data[2:0]};	
reg	[15:0]	img_red_r0,		img_red_r1,		img_red_r2;	
reg	[15:0]	img_green_r0,	img_green_r1,	img_green_r2; 
reg	[15:0]	img_blue_r0,	img_blue_r1,	img_blue_r2; 
always@(posedge clk or negedge rst_n)
begin
	if(!rst_n)
		begin
		img_red_r0		<=	0; 		
		img_red_r1		<=	0; 		
		img_red_r2		<=	0; 	
		img_green_r0	<=	0; 		
		img_green_r1	<=	0; 		
		img_green_r2	<=	0; 	
		img_blue_r0		<=	0; 		
		img_blue_r1		<=	0; 		
		img_blue_r2		<=	0; 			
		end
	else
		begin
		img_red_r0		<=	per_img_red 	* 	8'd77; 		
		img_red_r1		<=	per_img_red 	* 	8'd43; 	
		img_red_r2		<=	per_img_red 	* 	8'd128; 	
		img_green_r0	<=	per_img_green 	* 	8'd150; 
		img_green_r1	<=	per_img_green 	* 	8'd85; 		
		img_green_r2	<=	per_img_green 	* 	8'd107; 
		img_blue_r0		<=	per_img_blue 	* 	8'd29; 				
		img_blue_r1		<=	per_img_blue 	* 	8'd128; 			
		img_blue_r2		<=	per_img_blue 	* 	8'd21; 		
		end
end
reg	[15:0]	img_Y_r0;	
reg	[15:0]	img_Cb_r0; 
reg	[15:0]	img_Cr_r0; 
always@(posedge clk or negedge rst_n)
begin
	if(!rst_n)
		begin
		img_Y_r0	<=	0; 		
		img_Cb_r0	<=	0; 		
		img_Cr_r0	<=	0; 	
		end
	else
		begin
		img_Y_r0	<=	img_red_r0 	+ 	img_green_r0 	+ 	img_blue_r0; 		
		img_Cb_r0	<=	img_blue_r1 - 	img_red_r1 		- 	img_green_r1	+	16'd32768; 		
		img_Cr_r0	<=	img_red_r2 	- 	img_green_r2 	- 	img_blue_r2		+	16'd32768; 		
		end
end
reg	[7:0]	img_Cb_r1; 
reg	[7:0]	img_Cr_r1; 
reg [15:0]  y1;
always@(posedge clk or negedge rst_n)
begin
	if(!rst_n)
		begin
		img_Y_r1	<=	0; 		
		img_Cb_r1	<=	0; 		
		img_Cr_r1	<=	0; 	
		y1      <=  0;
		end
	else
		begin
		img_Y_r1	<=	img_Y_r0[15:8];
		img_Cb_r1	<=	img_Cb_r0[15:8];
		img_Cr_r1	<=	img_Cr_r0[15:8]; 
		y1      <=  {img_Y_r0[15:11],img_Y_r0[15:10],img_Y_r0[15:11]};
		end
end
always@(posedge clk or negedge rst_n) begin
	    if(!rst_n) color_zone <= 0;
		else if(img_Cb_r1 >= 'd150 && img_Cb_r1 <= 'd180 && img_Cr_r1 >= 'd80 && img_Cr_r1 <= 'd111) color_zone <= 1'b1;
		else color_zone <= 1'b0;
	end
reg 	[3:0] 	per_frame_clken_r;
reg 	[3:0] 	per_frame_href_r;
reg 	[3:0] 	per_frame_vsync_r;
always @(posedge clk or negedge rst_n)
begin
	if(!rst_n)begin
		per_frame_clken_r <= 4'b0;
		per_frame_href_r <=  4'b0;
		per_frame_vsync_r <= 4'b0;
	end	
	else begin
		per_frame_clken_r <= {per_frame_clken_r [2:0], per_frame_clken};
		per_frame_href_r  <= {per_frame_href_r  [2:0],per_frame_href};
		per_frame_vsync_r <= {per_frame_vsync_r [2:0],per_frame_vsync};
	end
end
assign post_frame_clken = per_frame_clken_r [3];
assign post_frame_href  = per_frame_href_r  [3];
assign post_frame_vsync = per_frame_vsync_r [2];
wire	[7:0]	post_img_Cb; 
wire	[7:0]	post_img_Cr; 
reg     color_zone;
assign	post_img_Y 	= 	post_frame_href ? color_zone : 1'd0;
assign	post_img_Cb =	post_frame_href ? img_Cb_r1: 8'd0;
assign	post_img_Cr = 	post_frame_href ? img_Cr_r1: 8'd0;
assign  y       =   post_frame_href ? y1   : 16'd0;
endmodule
==> flow/run.sh <==
#!/bin/bash
# OpenROAD 26Q1-2900-gdf79404cd8, Yosys 0.63+post, stock flow scripts
make -C /OpenROAD-flow-scripts/flow DESIGN_CONFIG=/design/flow/config.mk WORK_HOME=/design/flow/orfs finish
==> flow/config.mk <==
export PLATFORM = sky130hd
export DESIGN_NAME = color_identify
export DESIGN_NICKNAME = color_identify
export VERILOG_FILES = /design/flow/design.v
export SDC_FILE = /design/flow/constraint.sdc
export NUM_CORES = 4
export LEC_CHECK = 1
export CORE_UTILIZATION = 40
==> flow/constraint.sdc <==
current_design color_identify

set clk_period 4.9
set clk_io_pct 0.2

create_clock -name clk0 -period $clk_period [get_ports {clk}]

set non_clock_inputs [all_inputs -no_clocks]
set_input_delay [expr $clk_period * $clk_io_pct] -clock clk0 $non_clock_inputs
set_output_delay [expr $clk_period * $clk_io_pct] -clock clk0 [all_outputs]
==> run_results.csv <==
group,metric,value,unit
critical_path,critical-path-slowest-cell,"sky130_fd_sc_hd__clkdlybuf4s50_1",
grt,grt_antenna_before_repair,1,
synth,top_cells_by_area,"sky130_fd_sc_hd__dfrtp_1 32%, sky130_fd_sc_hd__ha_1 27%, sky130_fd_sc_hd__fa_1 12%",
clock_tree,clkSinkCount,146,
synth,ys_warn_count,1,
clock_tree,clockBufferDepth,2,
synth,yosys-stat-cells,1041,
synth,synthTopCellsByCount,"243 x sky130_fd_sc_hd__ha_1, 171 x sky130_fd_sc_hd__inv_1, 146 x sky130_fd_sc_hd__dfrtp_1",
critical_path,critical_path_data_required_time,5.20,ns
critical_path,crit_family,"adder cells",
final_timing,min_period,4.40,ns
power,power_share_of_the_clock_group,17.4,%
routing,drt_first_iter_violations,241,
grt,grt-ovfl-total,0,
power,pwr-share-seq,26.6,%
layout,final_layout_size_suffix_gt1_share,5.99,%
routing,num_vias,7329,
synth,top_cell_area_share,32.0,%
placed_design,dp_slack,0.0674,ns
layout,area_growth_syn_to_layout,14.4,%
grt,global_route.peak_usage_layer,"met2",
routing,detailedRoute.firstPassIterationCount,5,
clock_tree,ctsHoldBuffers,0,
grt,grt_first_pass_wirelength,37.4,mm
power,cellLeakagePower,6.65,nW
critical_path,cp_cell_sequence,"clkdlybuf4s50_1 -> inv_1 -> ha_1 -> inv_1 -> fa_1 -> fa_1 -> ha_1 -> or3_1 -> a31oi_1 -> nor3_1 -> a2111oi_2 -> o21ai_1 -> xor2_1",
floorplan,core.rowCount,61,
floorplan,floorplan.die.height,171,µm
critical_path,ff2ff_path_depth,8,
final_timing,setup_viol_count_final,0,
floorplan,die_w,171,µm
power,vdd_ir_drop_max,0.000291,V
critical_path,critical_path.n_buffers_inverters,3,
status,outcome,"completed",
grt,grt_max_degree,67,
critical_path,crit_end,"img_red_r1[13]$_DFF_PN0_",
critical_path,critPathMaxStageDelay,0.58,ns
layout,final_cell_count_no_fill,1514,
synth,synth_top_cell_by_area,"sky130_fd_sc_hd__dfrtp_1",
run,warning_count,43,
synth,avgSynthCellArea,11.0,µm²
clock_tree,cts_tree,"built",
critical_path,timing.critical_path.from,"img_data[12]",
synth,ys_chip_area,11400,µm²
synth,synth-edff-count,0,
grt,grt_pass1_vias,7549,
floorplan,num_io_pins,49,
synth,synth.yosys.seq_area_share,32.0,%
power,pwr_density_cell,544,nW/µm²
grt,grt_use_total,17.1,%
grt,use_met2,26.6,%
synth,top_cell,"sky130_fd_sc_hd__ha_1",
critical_path,critical_path_depth,13,
synth,postSynthRegisterBits,146,
final_timing,max_freq,227,MHz
grt,grt_use_met1,25.4,%
floorplan,fp-utilization,40.8,%
critical_path,cp_data_arrival_time,4.70,ns
placed_design,io_buffer_count,48,
clock_tree,cts.repair_timing.setup_buffer_count,0,
power,p_int,0.00425,W
synth,async_reset_ff_share,100,%
clock_tree,clockRootBuffer,"sky130_fd_sc_hd__clkbuf_16",
routing,viasPerCell,4.84,
final_timing,totalNegativeSetupSlack,0,ns
clock_tree,cts.clk_slew.worst_paths,0.07,ns
critical_path,worst_r2r_startpoint,"img_red_r0[1]$_DFF_PN0_",
clock_tree,cts_buffers,17,
final_timing,setup_ws,0.497,ns
critical_path,worst_setup_path_start_kind,"input pin",
final_timing,worst_pin_slew,0.735,ns
clock_tree,clock_latency,0.42,ns
routing,route.final.wire_length,21.4,mm
power,net-switching-power,0.00285,W
floorplan,die_area,29200,µm²
critical_path,regToRegEndpoint,"img_Y_r0[13]$_DFF_PN0_",
grt,grtUsageMet3,4.62,%
synth,synth.distinct_cells,60,
routing,remaining_drc_errors,0,
placed_design,placedInstanceArea,12500,µm²
routing,antenna-diode-count,0,
final_timing,hold_viol_final,0,
synth,yosys_most_used_dff,"sky130_fd_sc_hd__dfrtp_1",
final_timing,final.setup_skew,0.0111,ns
run,timing.max_cap.violations,0,
synth,mappedNetlistArea,11400,µm²
critical_path,path_max_fanout,5,
hold_path,holdCritPathClass,"flip-flop to flip-flop",
critical_path,setup.worst_path.class,"input pin to flip-flop",
power,share_comb_of_total_power,56.0,%
placed_design,finalWeightedCongestion,0.866,
placed_design,hpwlAfterDp,17.6,mm
critical_path,cp-end-kind,"flip-flop",
layout,final_area,13000,µm²
final_timing,worst_slew_margin_rel,51.0,%
clock_tree,cts_resized,0,
power,sw_frac_of_total,40.1,%
clock_tree,cts_max_level,4,
final_timing,unrepaired_setup_endpoints_after_global_routing,"false",
routing,ant_nets,0,
final_timing,slew_viol_final,0,
placed_design,placed_cells_incl_taps,1482,
routing,routed_wire_length_per_instance,14.2,µm
layout,fillers,2552,
final_timing,final.period_utilization,89.9,%
critical_path,reg2reg_slack,2.12,ns
floorplan,core_area,27900,µm²
synth,netlist_instances,1041,
==> worst reg2reg max path, stage by stage, from the launching register on <==
cell                       delay [ns]
sky130_fd_sc_hd__dfrtp_1         0.47
sky130_fd_sc_hd__fa_1            0.45
sky130_fd_sc_hd__ha_1            0.28
sky130_fd_sc_hd__a41o_1          0.24
sky130_fd_sc_hd__a211oi_1        0.28
sky130_fd_sc_hd__o21a_1          0.27
sky130_fd_sc_hd__o21ai_0         0.21
sky130_fd_sc_hd__o41ai_1         0.35
sky130_fd_sc_hd__xnor2_1         0.16
==> per-stage QoR <==
step                util, %  total power [W]  hold slack (ns)
floorplan                 -          0.00494            0.331
global placement       44.7          0.00588            0.332
global route           46.7          0.00789            0.353
CTS                    46.7          0.00721            0.350
detailed placement     44.7          0.00589            0.335
finish                 46.7          0.00710            0.345
==> cell families after synthesis <==
logic type      count (synthesis)  synth area share (%)
fa+ha+maj                     311                  38.6
buf+inv                       181                  6.28
compound gates                178                  10.4
simple gates                  148                  6.72
flops                         146                  32.0
xor+xnor                       74                  5.68
mux                             3                 0.274
==> how the worst min path moves through the flow <==
stage / end / cells after the start / slack, ns / start
global route: img_Cr_r1[7]$_DFF_PN0_ / 0 / 0.35 / img_Cr_r0[15]$_DFF_PN0_
CTS: img_Cr_r1[5]$_DFF_PN0_ / 0 / 0.35 / img_Cr_r0[13]$_DFF_PN0_
finish: per_frame_clken_r[2]$_DFF_PN0_ / 0 / 0.35 / per_frame_clken_r[1]$_DFF_PN0_
==> cell usage in the layout (no fill, tap or decap), drive strengths merged, types with 10 or more instances in the layout <==
cell type / count
ha: 243
inv: 177
dfrtp: 146
fa: 68
a21oi: 50
clkdlybuf4s50: 47
xnor2: 45
nor2: 36
xor2: 29
o21ai: 29
nand2: 26
buf: 26
nor3: 23
a21o: 20
clkbuf: 18
and2: 12
o21a: 11
o21bai: 10
nand3: 10
==> metal layers <==
layer / part of all wire, % / vias up
met5: 0.061 / -
met4: 1.1 / 2
met3: 5.4 / 19
met2: 45 / 116
met1: 48 / 3468
li1: - / 3724
==> layout make-up <==
| class | instances | area (µm²) | share of cell area [%] |
|---|---|---|---|
| multi-input cells | 714 | 7040 | 53.9 |
| clock buffers | 18 | 429 | 3.29 |
| flip-flops and latches | 146 | 3650 | 28.0 |
| clock inverters | 14 | 143 | 1.09 |
| well taps | 378 | 473 | 3.62 |
| repair buffers | 73 | 669 | 5.13 |
| inverters | 171 | 642 | 4.92 |
==> flip-flops by register name, summed over array words and instances (netlist names) <==
signal             cells
img_blue_r0           10
img_blue_r1            3
img_red_r0            14
img_red_r2             3
img_Cb_r1              8
img_green_r0          10
y1                     6
img_Y_r0               8
color_zone             1
img_green_r2          15
per_frame_clken_r      4
img_Cb_r0              8
img_Cr_r1              4
img_green_r1          12
per_frame_href_r       4
per_frame_vsync_r      3
img_blue_r2           13
img_Cr_r0              4
img_red_r1            14
img_Y_r1               2
==> power groups by stage <==
stage | sequential (W) | clock (W) | combinational (W)
final | 0.00189 | 0.00124 | 0.00398
after global routing | 0.00194 | 0.00134 | 0.00461
after CTS | 0.00190 | 0.00128 | 0.00403
Power figures rest on the tool's default switching activity, not on a simulated workload.
